--- /design/flow/run.sh ---
#!/bin/bash
# OpenROAD 26Q1-2900-gdf79404cd8, Yosys 0.63+post, stock flow scripts
make -C /OpenROAD-flow-scripts/flow DESIGN_CONFIG=/design/flow/config.mk WORK_HOME=/design/flow/orfs finish
--- /design/flow/config.mk ---
export PLATFORM = sky130hd
export DESIGN_NAME = ml_accel
export DESIGN_NICKNAME = ml_accel
export VERILOG_FILES = /design/flow/design.v
export SDC_FILE = /design/flow/constraint.sdc
export NUM_CORES = 4
export LEC_CHECK = 1
export CORE_UTILIZATION = 50
--- /design/flow/constraint.sdc ---
current_design ml_accel

set clk_period 16.1
set clk_io_pct 0.2

create_clock -name clk0 -period $clk_period [get_ports {clk}]

set non_clock_inputs [all_inputs -no_clocks]
set_input_delay [expr $clk_period * $clk_io_pct] -clock clk0 $non_clock_inputs
set_output_delay [expr $clk_period * $clk_io_pct] -clock clk0 [all_outputs]
--- /design/flow/design.v ---
module ml_accel(
    input wire clk,
    input wire rst,
    input wire w_en,  
    input wire r_en,  
    input wire [5:0] addr,  
    input wire [31:0] w_data,  
    output reg [31:0] r_data,  
    output reg done  
    );
    reg [31:0] vec_a [0:3];
    reg [31:0] vec_b [0:3];
    reg [31:0] result;
    parameter IDLE = 2'b00;
    parameter COMPUTE = 2'b01;
    parameter DONE = 2'b10;
    reg [1:0] state, next_state;
    always @(posedge clk or posedge rst) begin
        if (rst)
            state <= IDLE;
        else
            state <= next_state;
    end
    always @(*) begin
        case (state)
            IDLE: next_state = (w_en && addr == 6'h20) ? COMPUTE : IDLE;
            COMPUTE: next_state = DONE;
            DONE: next_state = IDLE;    
            default: next_state = IDLE;
        endcase
    end
    always @(posedge clk) begin
        if (rst) begin
            result <= 32'd0;
            done <= 1'b0;
        end
        else begin
            case (state)
                COMPUTE: begin
                    result <= vec_a[0]*vec_b[0] + vec_a[1]*vec_b[1] + vec_a[2]*vec_b[2] + vec_a[3]*vec_b[3];
                    done <= 1'b1;
                end
                DONE: begin
                    done <= 1'b0;
                end
            endcase
        end
    end
    always @(posedge clk) begin
        if(w_en) begin
            case (addr)
                8'h00: vec_a[0] <= w_data;
                8'h04: vec_a[1] <= w_data;
                8'h08: vec_a[2] <= w_data;
                8'h0C: vec_a[3] <= w_data;
                8'h10: vec_b[0] <= w_data;
                8'h14: vec_b[1] <= w_data;
                8'h18: vec_b[2] <= w_data;
                8'h1C: vec_b[3] <= w_data;
            endcase
        end
    end
    always @(*) begin
        if (r_en && addr == 6'h24)
            r_data = result;
        else
            r_data = 32'd0;
    end
endmodule
==> results.txt <==
switch share: 55.50%
vias per inst: 5.078
Boundary Pins: 75
Slew Viols, Final: 0
Setup Buffers After CTS: 0
startpoint types: flop
setup TNS: 0 ns
Cells after Synth: 7602
CP Capture Type: flop
Post-synth EDFFs: 256
Yosys cell types: 52
min Tclk post-route: 10.42 ns
Lkg Pwr: 38.82 nW
RR Startpoint: vec_b[1][8]
clk_skew: 0.03927 ns
WP data arrival: 10.91 ns
# port buffers: 74
CP required: 16.59 ns
max frequency: 95.98 MHz
largest net degree at the start of global routing: 44
unrepaired setup endpoints after global routing: false
Worst path most repeated cell: fa_1
htree depth: 2
drc violations: 0
Clk pwr share: 6.0%
Worst path slowest cell: edfxtp_1
Resized cells post-CTS: 0
first-pass GRT wire length: 348.2 mm
register clock-pin slew on the reported worst setup and hold paths: 0.06 ns
r2r setup slk: 5.68 ns
DP HPWL: 190.7 mm
total track usage: 35.92%
Post-DRT Antenna Nets: 0
Rows: 140
CTS tree: built
# clock sinks: 292
worst skew pair latency: 0.67 ns
Pwr Density: 216.0 mW/mm^2
endpoints failing setup: 0
Reg2Reg Depth: 26
core area: 0.1459 mm^2
Post-Route WL: 231.4 mm
Worst Min Path Start: state[1]
fillcell total: 12.98k
Worst R2R End: result[31]
Avg Cell Area, Syn: 9.692 um^2
Hold EP: done
Internal Power: 7.514 mW
VDD IR max: 0.0009968 V
Die H: 385.9 um
CP Max Fanout: 15
P_sw: 9.371 mW
WP buf/inv: 4
final hold vios: 0
vias: 48.15k
Clock Tree Root: clkbuf_16
initial antenna violation count: 8
Die Wd: 385.9 um
yosys warns: 3
max-cap viol count: 0
grt ovf: 0
Reg power frac: 5.0%
slowest stage delay, CP: 0.92 ns
clock buffer depth: 3
Rel. slew slack: 35.32%
Core Util, Final: 53.57%
Post-synth seq share: 11.43%
cts bufs inserted: 42
Commonest flop: edfxtp_1
hold crit path type: flop to flop
FF+latch count, synth: 292
yosys stat chip area: 0.07368 mm^2
share of layout cells above drive strength 1: 3.325%
status: complete, no violations
Hold Path Stages: 1
Synth-to-Final Area Change: 6.081%
critical setup path kind: flop to flop
vias in the first global route: 53.12k
DR pass1 iterations: 7
fin crit share: 64.71%
Worst-Margin Slew: 0.9670 ns
yosys cell count: 7602
drt wl/cell: 24.40 um
cts hold-fix bufs: 0
Tool Warnings: 25
combinational power share: 89.1%
Die ar.: 0.1489 mm^2
Mapped Area: 0.07368 mm^2
GP Congestion: 1.058
asr flop ratio synth: 1.027%
critical path's top delay family: adder cells
fp util: 50.50%
First DRT Iteration DRCs: 2407
[sequential cells by signal, summed over array words and instances (netlist names)]
register and count:
done 1, result 32, state 3, vec_a 128, vec_b 128
[power by group through the flow]
stage         logic (mW)  registers (mW)  clock network [mW]
finish              15.0           0.837                1.01
global route        16.7           0.837                1.05
CTS                 15.2           0.837                1.03
[worst max-delay path by stage]
stage                 from  cells past startpoint  slack [ns]          to
CTS            vec_b[0][9]                     28        5.74  result[31]
global route  vec_b[2][10]                     28        5.44  result[31]
finish         vec_b[1][8]                     26        5.68  result[31]
[layer usage]
metal	global-route usage, %	vias up	part of all wire, %
met3	19.55	359	14
met2	52.00	1808	46
met5	1.105	-	0.074
met1	48.03	24710	35
li1	-	21260	-
met4	13.05	12	4.9
[worst register-to-register path, cell delays in order (launching register included)]
cell and delay, ns:
edfxtp_1 0.92, buf_4 0.35, and2_1 0.19, fa_1 0.43, fa_1 0.56, fa_1 0.55, inv_1 0.05, fa_1 0.45
fa_1 0.45, fa_1 0.58, fa_1 0.76, fa_1 0.55, fa_1 0.50, inv_1 0.05, fa_1 0.49, inv_1 0.05
fa_1 0.37, xor2_1 0.16, xnor2_1 0.15, xnor2_1 0.44, xnor2_1 0.14, xnor2_1 0.22, xnor3_1 0.49, xnor2_1 0.26
xnor3_1 0.56, xnor2_1 0.41, a211oi_2 0.12
[cell usage after synthesis (2+ instances only)]
cell type  number  area (um^2)
xnor3_1         3        67.56
nor3_1          5        25.02
o21a_1          4        30.03
a31oi_1         4        25.02
buf_4           6        45.04
edfxtp_1      256         7687
a21oi_1        23        115.1
nand4_1         2        12.51
nand2b_1        5        31.28
dfrtp_1         2        50.05
xnor2_1       221         1936
nor2b_1         3        18.77
a21o_1         19        142.6
fa_1         1799        36010
a21boi_0        2        15.01
dfxtp_1        33        660.6
nor2_1         46        172.7
ha_1          492         6156
nand2_1      1239         4651
a211oi_1        5        37.54
buf_2          10        50.05
xor2_1         48        420.4
nand3b_1        4        30.03
nor3b_1         2        15.01
o21ai_0        13        65.06
o21bai_1        7        52.55
nand3_1         5        25.02
and2_1        918         5743
and3_1          2        12.51
clkbuf_1      336         1261
mux2i_1        23        230.2
buf_1           8        30.03
inv_1        2036         7642
or3_1           3        18.77
[cell type report]
| class | count | area, um^2 | share of cell area, % |
|---|---|---|---|
| antenna | 17 | 42.54 | 0.05443 |
| clock buffer | 44 | 1062 | 1.359 |
| clock inverter | 31 | 377.9 | 0.4834 |
| inverter | 2036 | 7642 | 9.778 |
| multi-input combinational | 4914 | 56290 | 72.02 |
| sequential | 292 | 8426 | 10.78 |
| tap | 1917 | 2399 | 3.069 |
| timing repair buffer | 232 | 1922 | 2.459 |
[kinds of logic after synthesis]
group,count (synthesis),share of synthesized area [%]
AND-OR/OR-AND,89,0.8236
XOR/XNOR,272,3.289
adder cells (fa/ha/maj),2291,57.23
buffers and inverters,2396,12.25
flip-flops,292,11.43
multiplexers,24,0.3277
AND/OR/NAND/NOR,2238,14.64
[layout by cell type (no fill, tap or decap), drive strengths merged, types with 2 or more instances in the layout]
cell / netlist / layout
xnor3: 3 / 3
clkdlybuf4s50: 0 / 73
nand2: 1239 / 1239
diode: 0 / 17
a21oi: 23 / 23
nand2b: 5 / 5
edfxtp: 256 / 256
dfrtp: 2 / 2
nand4: 2 / 2
inv: 2036 / 2043
dfxtp: 33 / 33
o21a: 5 / 5
nand3: 5 / 5
nor3b: 2 / 2
a211oi: 6 / 6
o21ai: 13 / 13
or2: 2 / 2
and3: 2 / 2
a21boi: 2 / 2
buf: 24 / 159
clkbuf: 336 / 44
xnor2: 221 / 221
clkinv: 0 / 11
and2: 918 / 918
mux2i: 23 / 23
or3: 3 / 3
nor2b: 3 / 3
nor3: 5 / 5
bufinv: 0 / 6
o21bai: 7 / 7
nand3b: 4 / 4
clkinvlp: 0 / 7
nor2: 46 / 46
ha: 492 / 492
a21o: 19 / 19
xor2: 48 / 48
fa: 1799 / 1799
a31oi: 4 / 4
[metrics by stage]
stage | hold slack [ns] | std cells | setup slack [ns] | instance area [um^2] | power, mW
6_report | 0.4577 | 9483 | 5.681 | 78160 | 16.89
5_1_grt | 0.4745 | 9473 | 5.443 | 78140 | 18.60
4_1_cts | 0.4647 | 9466 | 5.741 | 78120 | 17.07
3_5_place_dp | 0.4548 | 9391 | 5.733 | 76680 | 15.95
3_3_place_gp | 0.4434 | 9391 | 5.786 | 76680 | 15.98
2_1_floorplan | 0.3519 | 7602 | 7.449 | 73680 | 11.18
No activity file was given, so power comes from the tool's default toggle rates.
